### design.v
package PE_pkg;
    typedef logic signed [15:0] int16_t;
    typedef logic signed [7:0] int8_t;
    typedef logic signed [18:0] int19_t;   
endpackage
package mem_pkg;
    parameter DATA_WIDTH = 128;
    parameter ADDR_LENGTH = 9;
    typedef struct packed {
        logic [2:0] block_idx;
        logic [1:0] bank;
        logic [2:0] wl_offset;
        logic       seg_sel;
    } banked_mem_fields;
    typedef union packed {
        logic [ADDR_LENGTH - 1 : 0] raw;
        banked_mem_fields fields;
    } mem_addr;
    typedef struct packed {
        mem_addr addr;
        logic valid;
    } r_req;
    typedef struct packed {
        logic [DATA_WIDTH - 1 : 0] data;
        logic valid;
    } r_rsp;
    typedef struct packed {
        mem_addr addr;
        logic [1:0] wren;  
        logic valid;
        logic [DATA_WIDTH - 1 : 0] data;
    } w_req;
    typedef struct packed {
        logic valid;
    } w_rsp;
endpackage
module depacketizer
#(
    parameter int packet_width_p = 128
  , parameter int flit_width_p = 32
  , parameter int fifo_els_p   = 4
  , localparam int num_flits_lp = packet_width_p / flit_width_p
  , localparam int flit_cnt_width_lp = $clog2(num_flits_lp) + 1
) (
  input                                clk_i
  , input                              reset_i
  , input [packet_width_p-1:0]         packet_i
  , input                              valid_i
  , input [flit_cnt_width_lp-1:0]                        packet_size_i
  , output logic                       ready_o
  , output [flit_width_p-1:0]     flit_o
  , output                             valid_o
  , input                              ready_i
);
  logic [flit_cnt_width_lp-1:0] packet_size_r, packet_size_n;
  logic [flit_cnt_width_lp-1:0] flit_cnt_r, flit_cnt_n;
  logic [packet_width_p-1:0] packet_r, packet_n;
  assign ready_o = (flit_cnt_r >= packet_size_r);
  assign valid_o = (flit_cnt_r < packet_size_r);
  assign flit_o = packet_r[((num_flits_lp - 1) - flit_cnt_r) * flit_width_p +: flit_width_p];
  always_comb begin
    packet_n = packet_r;
    flit_cnt_n = flit_cnt_r;
    packet_size_n = packet_size_r;
    if (valid_i && ready_o) begin  
      packet_n = packet_i;
      packet_size_n = packet_size_i;
      flit_cnt_n = 0;
    end else if (valid_o && ready_i) begin  
        flit_cnt_n = flit_cnt_r + 1;
    end
  end
  always_ff @(posedge clk_i) begin
    if (reset_i) begin
      flit_cnt_r <= '0;
      packet_r <= '0;
      packet_size_r <= '0;
    end else begin
      flit_cnt_r <= flit_cnt_n;
      packet_r <= packet_n;
      packet_size_r <= packet_size_n;
    end
  end
endmodule
### run.sh
#!/bin/bash
# OpenROAD 26Q1-2900-gdf79404cd8, Yosys 0.63+post, stock flow scripts
make -C /OpenROAD-flow-scripts/flow DESIGN_CONFIG=/design/flow/config.mk WORK_HOME=/design/flow/orfs finish
### config.mk
export PLATFORM = sky130hd
export DESIGN_NAME = depacketizer
export DESIGN_NICKNAME = depacketizer
export VERILOG_FILES = /design/flow/design.v
export SDC_FILE = /design/flow/constraint.sdc
export NUM_CORES = 4
export LEC_CHECK = 1
export CORE_UTILIZATION = 50
### constraint.sdc
current_design depacketizer

set clk_period 13.3
set clk_io_pct 0.2

create_clock -name clk0 -period $clk_period [get_ports {clk_i}]

set non_clock_inputs [all_inputs -no_clocks]
set_input_delay [expr $clk_period * $clk_io_pct] -clock clk0 $non_clock_inputs
set_output_delay [expr $clk_period * $clk_io_pct] -clock clk0 [all_outputs]
==> results.py <==
# Physical implementation metrics
metrics = {
    "run_status": {
        "status": "complete, no violations",
    },
    "timing": {
        "drv_slew": 0,
        "finClkSkew_ns": 0.00570,
        "fin_ws_ns": 7.90,
        "rsz0062_at_grt": "no",
        "setup_viol": 0,
        "relSlewSlack_pct": 41.7,
        "worstMarginPinSlew_ns": 0.874,
        "hold_viol_final": 0,
        "period_needed_ns": 5.40,
        "period_used_pct": 40.6,
        "fin_setup_tns_ns": 0,
        "fmaxAchievable_ghz": 0.185,
    },
    "setup_path": {
        "critPathArrivalTime_ns": 2.74,
        "endpoint": "flit_o[20]",
        "crit_path_max_incr_delay_ns": 0.68,
        "rr_startpoint": "flit_cnt_r[0]",
        "cp_top_family": "buffers and inverters",
        "path_max_fanout": 20,
        "cp.depth": 4,
        "crit_chain": "buf_4 -> mux4_2 -> nor2b_1 -> clkdlybuf4s50_1",
        "reg2reg_to": "packet_r[19]",
        "r2r_slack_ns": 9.86,
        "critPathLaunchType": "flip-flop",
        "cp-startpoint": "flit_cnt_r[1]",
        "critPathRequiredTime_ns": 10.64,
        "reg2regPathDepth": 8,
        "crit_buf_inv": 2,
        "crit_type": "reg2out",
        "cp_slowest_cell": "dfxtp_2",
        "end_kind": "output pin",
    },
    "clock_tree": {
        "clk_pin_slew_ns": 0.06,
        "cts-resized-gates": 0,
        "clockBufferDepth": 2,
        "cts_inserted_buffers": 17,
        "h-tree-depth": 4,
        "cts.sinks": 134,
        "clock_latency_ns": 0.41,
        "cts-root-buf": "clkbuf_16",
        "cts.repair_timing.setup_buffer_count": 0,
        "cts_hold_buf": 0,
        "tritoncts": "built",
    },
    "power_and_ir_drop": {
        "vdd_drop_max_uv": 108,
        "internal_power_uw": 848,
        "p_comb_share_pct": 18.2,
        "cellPowerDensity_mw_per_mm2": 126,
        "pwr-share-clk_pct": 41.5,
        "p_leak_nw": 3.02,
        "p_sw_share_pct": 25.2,
        "seqPwrFrac_pct": 40.4,
        "switchingPower_uw": 285,
    },
    "synthesis": {
        "yosysSeqAreaShare_pct": 39.5,
        "edf_count": 0,
        "yosys.area_share.aoi_pct": 10.3,
        "async_flop_share_pct": 0,
        "xor_share_pct": 0.258,
        "avgSynthCellArea_um2": 9.79,
        "adder_share_pct": 0.737,
        "ys_warn_count": 1,
        "yosysUniqueCellTypes": 24,
        "synth.area.mux_share_pct": 10.8,
        "simple_gate_area_share_pct": 32.4,
        "ys_cells": 694,
        "synth_flops": 134,
        "synthCells": 694,
        "synth-area-yosys_mm2": 0.00679,
        "top_logic_kind": "simple AND/OR/NAND/NOR gates",
        "flop_cell": "dfxtp_1",
        "synth_area_mm2": 0.00679,
    },
    "global_routing": {
        "overflow": 0,
        "grt_use_total_pct": 25.2,
        "grt_max_degree": 112,
        "antenna_found_initial": 0,
        "grt_pass1_vias": 5371,
        "grt_first_pass_wirelength_um": 27600,
    },
    "hold_path": {
        "worstHoldPathType": "reg2reg",
    },
    "placed_design": {
        "post-dp-hpwl_um": 9730,
        "portBuffers": 168,
        "gp_congestion": 0.827,
        "pre_cts_ws_ns": 8.26,
    },
    "drt": {
        "drt_iter0_drc": 470,
        "ant_nets": 0,
        "drc": 0,
        "drtPass1Iterations": 4,
        "routed_wl_um": 16800,
        "viasPerCell": 5.63,
        "wl_per_cell_um": 16.8,
        "via_count": 5611,
    },
    "die": {
        "io_pins": 169,
        "row_count": 42,
        "die_w_um": 119,
        "die_h_um": 119,
        "core_mm2": 0.0132,
        "core_util_floorplan_pct": 51.3,
        "die_area_mm2": 0.0141,
    },
    "run": {
        "warnings": 29,
        "cap_violations": 0,
    },
    "finish": {
        "lay_top_cells": "clkdlybuf4s50_1 (166), dfxtp_1 (132), nand4b_1 (131), nand2b_1 (129), o21ai_1 (129)",
        "areaGrowthSynthToFinish_pct": 32.2,
        "mostFrequentLayoutCell": "clkdlybuf4s50_1",
        "drive_gt1_share_pct": 10.1,
        "nFillCells": 1031,
    },
}
registers in the layout (all words and copies together) (netlist names):
name and flops:
flit_cnt_r 3, packet_size_r 3, packet_r 128
worst min-delay path by stage:
stage	start	endpoint	slack, ns	depth (start not counted)
CTS	packet_r[3]	packet_r[3]	0.46	2
global route	packet_r[84]	packet_r[84]	0.48	2
finish	packet_r[83]	packet_r[83]	0.46	2
through the flow:
step | cell area, µm² | util [%] | hold slack, ns | cells | power (mW)
after floorplan | 6790 | - | 0.439 | 694 | 0.584
after CTS | 8980 | 67.8 | 0.462 | 996 | 1.14
final | 8980 | 67.8 | 0.461 | 997 | 1.13
after global routing | 8980 | 67.8 | 0.477 | 996 | 1.18
after global placement | 8380 | 63.3 | 0.449 | 964 | 0.667
after detailed placement | 8380 | 63.3 | 0.452 | 964 | 0.671
Yosys cell counts, drive strengths merged, types with 2 or more instances:
| library cell | count | area [µm²] |
|---|---|---|
| o31ai | 2 | 15.0 |
| dfxtp | 134 | 2680 |
| buf | 29 | 191 |
| mux4 | 32 | 721 |
| inv | 3 | 11.3 |
| nand4b | 131 | 1150 |
| o21ai | 130 | 654 |
| clkbuf | 55 | 206 |
| nor3 | 3 | 30.0 |
| nor2b | 33 | 206 |
| nand2b | 129 | 807 |
| ha | 4 | 50.1 |
layout make-up:
| cell class | count | area (µm²) | area share [%] |
|---|---|---|---|
| diodes | 1 | 2.50 | 0.0279 |
| clock buffers | 19 | 443 | 4.93 |
| clock inverters | 13 | 156 | 1.74 |
| inverters | 3 | 11.3 | 0.125 |
| multi-input cells | 473 | 3710 | 41.3 |
| flip-flops and latches | 134 | 2690 | 29.9 |
| well taps | 176 | 220 | 2.45 |
| repair buffers | 178 | 1750 | 19.5 |
tightest hold or removal path, stage by stage, from the launching register on:
cell	delay, ns
dfxtp_1	0.30
nand2b_1	0.06
o21ai_1	0.05
kinds of logic (layout without fill, tap and decap cells):
logic type               Yosys count  after routing
buffers and inverters             87            213
adder cells (fa/ha/maj)            4              4
XOR/XNOR                           2              2
multiplexers                      33             33
AND-OR/OR-AND                    136            136
other                              0              1
flip-flops                       134            134
AND/OR/NAND/NOR                  298            298
power by group through the flow:
stage | sequential, mW | combinational, mW | clock, mW
after CTS | 0.458 | 0.207 | 0.477
after global routing | 0.462 | 0.226 | 0.497
final | 0.458 | 0.206 | 0.470
metal layers:
metal,part of all wire [%],GRT usage [%],wire length (µm)
met5,0,0,0
met4,0.58,1.82,97
met3,7.3,7.73,1220
met2,46,36.6,7760
met1,46,40.7,7690
No activity file was given, so power comes from the tool's default toggle rates.
