File: /design/flow/config.mk
export PLATFORM = sky130hd
export DESIGN_NAME = depacketizer_mux
export DESIGN_NICKNAME = depacketizer_mux
export VERILOG_FILES = /design/flow/design.v
export SDC_FILE = /design/flow/constraint.sdc
export NUM_CORES = 4
export LEC_CHECK = 1
export CORE_AREA = 10 10 162 162
export DIE_AREA = 0 0 172 172
File: /design/flow/constraint.sdc
current_design depacketizer_mux

set clk_period 1.0
set clk_io_pct 0.2

create_clock -name clk0 -period $clk_period

set non_clock_inputs [all_inputs -no_clocks]
set_input_delay [expr $clk_period * $clk_io_pct] -clock clk0 $non_clock_inputs
set_output_delay [expr $clk_period * $clk_io_pct] -clock clk0 [all_outputs]
File: /design/flow/design.v
package PE_pkg;
    typedef logic signed [15:0] int16_t;
    typedef logic signed [7:0] int8_t;
    typedef logic signed [18:0] int19_t;   
endpackage
package mem_pkg;
    parameter DATA_WIDTH = 128;
    parameter ADDR_LENGTH = 9;
    typedef struct packed {
        logic [2:0] block_idx;
        logic [1:0] bank;
        logic [2:0] wl_offset;
        logic       seg_sel;
    } banked_mem_fields;
    typedef union packed {
        logic [ADDR_LENGTH - 1 : 0] raw;
        banked_mem_fields fields;
    } mem_addr;
    typedef struct packed {
        mem_addr addr;
        logic valid;
    } r_req;
    typedef struct packed {
        logic [DATA_WIDTH - 1 : 0] data;
        logic valid;
    } r_rsp;
    typedef struct packed {
        mem_addr addr;
        logic [1:0] wren;  
        logic valid;
        logic [DATA_WIDTH - 1 : 0] data;
    } w_req;
    typedef struct packed {
        logic valid;
    } w_rsp;
endpackage
module depacketizer_mux #(
     parameter int packet_width_p = 128
    ,parameter int flit_width_p = 32
    ,localparam int num_flits_lp = packet_width_p / flit_width_p
    ,localparam int flit_cnt_width_lp = $clog2(num_flits_lp) + 1
) (
     input logic [packet_width_p-1:0]         read_packet_i
    ,input logic                             read_valid_i
    ,input logic [flit_cnt_width_lp-1:0]      read_packet_size_i
    ,output logic                            read_ready_o
    ,input logic [flit_width_p-1:0]           write_packet_i
    ,input logic                              write_valid_i
    ,output logic                             write_ready_o
    ,input logic [flit_width_p-1:0]           exec_packet_i
    ,input logic                              exec_valid_i
    ,output logic                             exec_ready_o
    ,input logic [63:0]                       csr_packet_i
    ,input logic [2:0]                        csr_packet_size_i
    ,input logic                              csr_valid_i
    ,output logic                             csr_ready_o  
    ,output logic [packet_width_p-1:0]        packet_o
    ,output logic                             valid_o
    ,output logic [flit_cnt_width_lp-1:0]     packet_size_o
    ,input  logic                             ready_i
);
    assign read_ready_o     = ready_i;
    assign write_ready_o    = ready_i;
    assign exec_ready_o     = ready_i;
    assign csr_ready_o      = ready_i;
    always_comb begin
        packet_o = '0;
        packet_size_o = '0;
        valid_o = '0;
        if (read_valid_i) begin
            packet_o = read_packet_i;
            packet_size_o = read_packet_size_i;
            valid_o = '1;
        end else if (write_valid_i) begin
            packet_o = {write_packet_i, 224'b0};
            packet_size_o = 1;
            valid_o = '1;
        end else if (exec_valid_i) begin
            packet_o = {exec_packet_i, 224'b0};
            packet_size_o = 1;
            valid_o = '1;
        end else if (csr_valid_i) begin 
            packet_o = {csr_packet_i, 192'b0};
            packet_size_o = csr_packet_size_i;
            valid_o = '1;
        end
    end
endmodule
File: /design/flow/run.sh
#!/bin/bash
# OpenROAD 26Q1-2900-gdf79404cd8, Yosys 0.63+post, stock flow scripts
make -C /OpenROAD-flow-scripts/flow DESIGN_CONFIG=/design/flow/config.mk WORK_HOME=/design/flow/orfs finish
==> impl_metrics.yaml <==
# yosys + openroad results
status:
  status: "finished, violations left"
  failed_checks: "setup timing"
detailed_routing:
  ant_nets: 0
  totalWireLength_mm: 12.8
  wl_per_cell_microns: 17.3
  vias: 2299
  highest_layer: "met5"
  wl_met1_mm: 4.59
  wl_met3_mm: 1.90
  drc: 0
  first_pass_iters: 3
  first_iter_violations: 29
  dr_wl_met2_mm: 6.14
  viasPerCell: 3.10
yosys:
  synthTopCellsByArea: "and2_1 (82%), buf_2 (6.7%), buf_4 (3.1%)"
  synth_area_per_cell_sq_um: 6.28
  synth_chip_area_sq_um: 973
  synth_area_leader_cell: "and2_1"
  synth_cells: 155
  syn_area_sq_um: 973
  synth_cell_types: 11
  common_cells: "and2_1 (128), buf_2 (13), buf_4 (4), a22o_1 (2), nor2b_1 (2)"
  top_cell: "and2_1"
  yosys-stat-cells: 155
  yosys_warnings: 1
  synth_seq_share: 0
  synth.top_cell.area_share: 0.823
hold_path:
  worstHoldEndpoint: "exec_ready_o"
  whs_path_depth: 0
  min_path_type: "in2out"
  hp-start: "ready_i"
critical_path:
  max_stage_delay_ns: 0.17
  setup.worst_path.end_class: "output port"
  path_cells: "buf_16 > clkbuf_16 > buf_16 > buf_8 > and2_4 > buf_6"
  path_class: "in2out"
  cp_common_cell: "buf_16"
  cp.required_ns: 0.80
  crit_path_max_fanout: 6
  critPathArrivalTime_ns: 1.00
  cp-start-kind: "input port"
  cp_slowest_cell: "clkbuf_16"
power:
  peakVddDrop_uv: 138
  power_density_nw_per_um2: 376
  p_leak_nw: 2.43
  power_mw: 1.85
sta:
  setup_ws_ns: -0.201
  period_used_share: 1.20
  tightestPinTransition_ns: 0.267
  slew_violations: 0
  fin_crit_ns: 1.20
  finalHoldViolCount: 0
  setup_violations: 124
  rsz0062_at_grt: "true"
  relSlewSlack: 0.822
  fmax_mhz: 833
  tns_ns: -10.93
die:
  die_h_microns: 172
  core_sq_um: 22700
  core_util_floorplan: 0.0429
  dieWidth_microns: 172
  rows: 55
  boundaryPins: 403
  die_area_sq_um: 29600
global_routing:
  grt_overflow: 0
  grt_max_degree: 21
  grt_pass1_vias: 2414
  antenna_found_initial: 3
  grt_pass1_wl_mm: 15.2
  grtUsageTotal: 0.0693
layout:
  regArea_sq_um: 0
  drive_above_1_share: 0.651
  clock_buffer_count: 0
  layout.area.comb_sq_um: 1180
  finish.utilization: 0.216
  final_cells: 742
  n_fill_cell: 2483
  syn_to_final_growth_pct: 404
  ff_count: 0
  final_area_sq_um: 4910
place:
  routabilityCongestion: 0.790
  placedCellCount: 695
  dp_hpwl_mm: 8.06
  place_area_sq_um: 3960
  port_buffers: 270
flow_run:
  warnings: 162
  drv_cap: 0
clock_network:
  cts_hold_buf: 0
power breakdown:
part / internal [mW] / leakage [nW] / switching [mW]
Sequential: 0 / 0 / 0
Clock: 0.000000134 / 0.00000634 / 0
Combinational: 1.37 / 2.43 / 0.473
Total: 1.37 / 2.43 / 0.473
placed cells by master, fill, tap and decap left out, types with 2 or more instances in the layout:
cell,count
and2_4,113
buf_6,80
clkdlybuf4s50_1,65
dlygate4sd2_1,57
clkbuf_2,34
buf_2,26
and2_1,15
buf_16,13
clkdlybuf4s15_1,11
buf_8,9
clkbuf_16,7
dlymetal6s2s_1,7
buf_12,6
buf_4,4
a22o_1,2
critical path: cells and delay by family:
family,cells,cell delay [ns]
simple gates,1,0.13
buf+inv,5,0.65
layer usage:
layer / vias to the layer above / global-route usage
met5: - / 0
met4: 2 / 0.00937
met1: 1011 / 0.0688
met2: 205 / 0.125
li1: 1071 / -
met3: 10 / 0.0396
layout make-up:
type / count / area share
multi-input combinational: 136 / 0.241
antenna: 1 / 0.000510
timing repair buffer: 319 / 0.686
tap: 285 / 0.0726
inverter: 1 / 0.000764
cells by family after synthesis:
| family | share of synthesized area |
|---|---|
| simple gates | 0.855 |
| compound gates | 0.0321 |
| buf+inv | 0.113 |
worst max path at each step:
stage	to	slack, ns	cells after the start	startpoint
CTS	packet_o[45]	-0.27	5	read_valid_i
global route	packet_o[18]	-0.23	5	read_valid_i
finish	packet_o[29]	-0.20	6	read_valid_i
per-stage QoR:
stage / hold slack (ns) / setup WS (ns)
floorplan: 0.466 / 0.000496
global placement: 0.400 / -0.854
detailed placement: 0.400 / -0.858
CTS: 0.400 / -0.269
global route: 0.400 / -0.233
finish: 0.400 / -0.201
repair_timing:
action                                  CTS  global route
endpoints found under the setup margin  132           128
pin swaps                                60            54
gates resized                           549           184
setup buffers                            22            10
gates cloned                             12             8
Power figures rest on the tool's default switching activity, not on a simulated workload.
